## flow/design.v

```verilog
`timescale 1ns/1ns
module InstructionMemory(input[31:0] PC, output[31:0] Instruction);
  reg[7:0] dataOut1,dataOut2,dataOut3,dataOut4;
  reg [7:0] memoryData[0:1023];
  initial begin
    memoryData[0] = 8'b00000000;  
    memoryData[1] = 8'b00000000;
    memoryData[2] = 8'b00001000;
    memoryData[3] = 8'b00100000;
    memoryData[4] = 8'b10001100;
    memoryData[5] = 8'b00100010;
    memoryData[6] = 8'b00000011;
    memoryData[7] = 8'b11101000;
    memoryData[8] = 8'b00000000;
    memoryData[9] = 8'b01000000;
    memoryData[10] = 8'b00011000;
    memoryData[11] = 8'b00100000;
    memoryData[12] = 8'b10001100;
    memoryData[13] = 8'b00000100;
    memoryData[14] = 8'b00000000;
    memoryData[15] = 8'b00000000;
    memoryData[16] = 8'b00000000;
    memoryData[17] = 8'b00100100;
    memoryData[18] = 8'b00101000;
    memoryData[19] = 8'b00101010;
    memoryData[20] = 8'b0;
    memoryData[21] = 8'b0;
    memoryData[22] = 8'b0;
    memoryData[23] = 8'b0;
    memoryData[24] = 8'b00010000;
    memoryData[25] = 8'b10100000;
    memoryData[26] = 8'b00000000;
    memoryData[27] = 8'b00000111;
    memoryData[28] = 8'b00000000;
    memoryData[29] = 8'b00100101;
    memoryData[30] = 8'b00001000;
    memoryData[31] = 8'b00100000;
    memoryData[32] = 8'b10001100;
    memoryData[33] = 8'b00100010;
    memoryData[34] = 8'b00000011;
    memoryData[35] = 8'b11101000;
    memoryData[36] = 8'b00000000;
    memoryData[37] = 8'b01100010;
    memoryData[38] = 8'b00110000;
    memoryData[39] = 8'b00101010;
    memoryData[40] = 8'b0;
    memoryData[41] = 8'b0;
    memoryData[42] = 8'b0;
    memoryData[43] = 8'b0;    
    memoryData[44] = 8'b00010000;
    memoryData[45] = 8'b11000000;  
    memoryData[46] = 8'b11111111;
    memoryData[47] = 8'b11111000;
    memoryData[48] = 8'b00000000;
    memoryData[49] = 8'b01000000;
    memoryData[50] = 8'b00011000;
    memoryData[51] = 8'b00100000;
    memoryData[52] = 8'b00001000;
    memoryData[53] = 8'b00000000;
    memoryData[54] = 8'b00000000;
    memoryData[55] = 8'b00000100;
    memoryData[56] = 8'b10101100;
    memoryData[57] = 8'b00000011;
    memoryData[58] = 8'b00000011;
    memoryData[59] = 8'b11110010;
  end
  always@(PC)begin
    dataOut1 = memoryData[PC[9:0]];
    dataOut2 = memoryData[PC[9:0]+1];
    dataOut3 = memoryData[PC[9:0]+2];
    dataOut4 = memoryData[PC[9:0]+3];
  end
  assign Instruction = {dataOut1,dataOut2,dataOut3,dataOut4};
endmodule
```

## flow/run.sh

```bash
#!/bin/bash
# OpenROAD 26Q1-2900-gdf79404cd8, Yosys 0.63+post, stock flow scripts
make -C /OpenROAD-flow-scripts/flow DESIGN_CONFIG=/design/flow/config.mk WORK_HOME=/design/flow/orfs finish
```

## flow/config.mk

```make
export PLATFORM = sky130hd
export DESIGN_NAME = InstructionMemory
export DESIGN_NICKNAME = InstructionMemory
export VERILOG_FILES = /design/flow/design.v
export SDC_FILE = /design/flow/constraint.sdc
export NUM_CORES = 4
export LEC_CHECK = 1
export CORE_UTILIZATION = 40
export SYNTH_MEMORY_MAX_BITS = 65536
```

## flow/constraint.sdc

```tcl
current_design InstructionMemory

set clk_period 4.6
set clk_io_pct 0.2

create_clock -name clk0 -period $clk_period

set non_clock_inputs [all_inputs -no_clocks]
set_input_delay [expr $clk_period * $clk_io_pct] -clock clk0 $non_clock_inputs
set_output_delay [expr $clk_period * $clk_io_pct] -clock clk0 [all_outputs]
```

==> impl_report.txt <==
FLOW METRICS REPORT
----------------------------------------------------
[Drt]
  Met2 routed wirelength ........................ 4.74 mm
  Violation count after the first detailed-routing iteration ........................ 316
  Number of antenna-violating nets in the routed design ........................ 0
  Wire length on met3 ........................ 799 um
  Routed length per placed instance ........................ 17.8 um
  Length of routed wiring on met1 ........................ 5.48 mm
  Post-route DRC ........................ 0
  Detailed-route via count ........................ 3879
  Average vias per placed instance ........................ 6.19
  Antenna diodes ........................ 0
  Topmost layer with routed signal wires ........................ met4
  Detailed-routing iteration count for the pre-antenna-repair pass ........................ 5
  Routed wire length ........................ 11.1 mm

[Die]
  Core outline area ........................ 0.00729 sq mm
  Overall die width ........................ 89.1 um
  Number of top-level design ports ........................ 64
  Num rows ........................ 31
  Die Area ........................ 0.00793 sq mm
  Initial Utilization ........................ 0.416
  Die height ........................ 89.1 um

[Power and ir drop]
  Switching Share ........................ 0.509
  Net load switching power ........................ 270 uW
  Peak supply drop ........................ 0.0759 mV
  Pwr dens ........................ 132 mW/mm^2
  Clock network fraction of total power ........................ 0
  Leakage dissipation ........................ 1.57 nW
  Cell internal power dissipation ........................ 260 uW
  Final Total Pwr ........................ 530 uW
  Seq pwr share ........................ 0
  Proportion of power drawn by combinational gates ........................ 1.000

[Final timing]
  Fmax ........................ 222 MHz
  Post-layout min period ........................ 4.51 ns
  Final period utilization ........................ 0.980
  Hold violation total from the final report ........................ 0
  Setup total negative slack ........................ 0 ns
  Slew of the pin with the lowest slew margin ........................ 0.639 ns
  Setup violations, final ........................ 0
  Setup repair after global routing missed its margin ........................ true
  Number of max-slew violations in the final report ........................ 0
  Worst slew slack as a fraction of its limit ........................ 0.572

[Global route]
  Grt total ovfl ........................ 0
  Global-route usage over all layers ........................ 0.290
  Initial antenna violation count ........................ 0
  Global-route wire length before repair ........................ 17.5 mm
  Largest net degree at the start of global routing ........................ 36
  Via count of the first global-routing pass ........................ 3311

[Worst setup path]
  Worst path most repeated cell ........................ clkdlybuf4s50_1
  Startpoint kind of the worst setup timing path ........................ input port
  Worst setup path class ........................ input port to output port
  Arrival time reported for the critical path endpoint ........................ 3.59 ns
  Critical path endpoint category ........................ output port
  Worst path depth ........................ 10
  Kind of cell adding the most delay to the critical path ........................ buffers and inverters
  Data required time of the critical path ........................ 3.68 ns
  Total buffers and inverters traversed by the critical path ........................ 4
  Max FO, Critical Path ........................ 11
  Highest-delay cell along the critical path ........................ clkdlybuf4s50_1
  Cell-by-cell trace of the critical path ........................ clkdlybuf4s50_1 > inv_1 > ha_1 > a21oi_4 > xnor2_2 > buf_4 > a21oi_1 > o32ai_1 > o22a_1 > clkdlybuf4s50_1
  Slowest Stage Delay on Critical Path ........................ 0.48 ns

[Synthesis]
  Average cell area after synthesis ........................ 6.56 sq um
  Post-synthesis compound-gate area fraction ........................ 0.376
  Cell accounting for the most synthesized area ........................ ha_1
  Top cell type's share of synthesized area ........................ 0.0908
  Adder Share, Synth ........................ 0.0908
  Ys Warns ........................ 1
  Largest family of logic cells by area ........................ AND-OR/OR-AND gates
  Most frequent cells after synthesis ........................ nand2_1, a21oi_1, nor2_1, o21ai_0, clkbuf_1
  Dominant cells by area after synthesis ........................ ha_1, nand2_1, a21oi_1
  Cell count after synthesis ........................ 462
  Fraction of the yosys area taken by sequential cells ........................ 0
  Area share of xor/xnor cells in the synthesized design ........................ 0.0916
  Area share of and/or/nand/nor cells after synthesis ........................ 0.254
  Number of cell instances after yosys synthesis ........................ 462
  Post-Syn Area ........................ 0.00303 sq mm
  Synth top cell by count ........................ nand2_1
  YS chip area ........................ 0.00303 sq mm
  MUX share of area ........................ 0.0879
  Post-synthesis cell type count ........................ 69

[Run]
  Max cap viols ........................ 0
  Tally of OpenROAD warnings ........................ 77

[Place]
  Final Wtd Congestion ........................ 0.940
  Cell area after placement ........................ 0.00393 sq mm
  Number of I/O port buffers ........................ 38
  Post-detail-place hpwl ........................ 8.11 mm

[CTS]
  Count of hold-fix buffers inserted at cts ........................ 0

[Layout]
  Area growth from synthesis to final layout ........................ 32.3%
  Final core area utilization ........................ 0.550
  Share of final-layout standard cells stronger than drive strength 1 ........................ 0.229
  Flop area ........................ 0 sq um
  Number of sequential storage elements ........................ 0
  Clock buffer cells ........................ 0
  Final std cell area, no fill ........................ 0.00401 sq mm

[Status]
  Outcome ........................ finished, final reports clean

[Min path]
  Count of cells along the worst hold path ........................ 5
  Min-Delay Path Class ........................ input port to output port
  Worst min-delay path startpoint ........................ PC[3]
  Terminating pin of the worst hold path ........................ Instruction[28]

----------------------------------------------------
## worst max-delay path by stage
stage     start             end
5_1_grt   PC[1]  Instruction[3]
4_1_cts   PC[1]  Instruction[3]
6_report  PC[1]  Instruction[7]
## layer usage
metal  track usage  up-vias
met5             0        -
met3        0.0290       12
met2         0.428      167
met4        0.0332        0
met1         0.469     1827
li1              -     1873
## power groups by stage
stage     Sequential [mW]  Clock [mW]  Combinational [mW]
5_1_grt                 0           0               0.575
4_1_cts                 0           0               0.513
6_report                0           0               0.530
## cells in the final DEF, fill, tap and decap left out, types with 3 or more instances in the layout
cell type	count
mux2i_1	12
nand3_1	19
nor2b_1	7
o21ai_1	10
or3_1	3
mux2_2	4
ha_1	16
a32oi_1	7
mux4_2	4
o311ai_1	4
o221ai_1	5
nor3_1	13
a21o_1	3
a21oi_1	37
xnor2_2	8
o31ai_1	6
a211oi_1	6
nand2b_1	7
a221oi_1	7
buf_4	80
o2111ai_1	3
nor2_1	35
nor4_1	6
o211ai_1	8
ha_4	3
o21ai_0	30
o22ai_1	3
ha_2	3
and2_1	6
a22o_1	3
nand2_1	51
clkdlybuf4s50_1	36
inv_1	9
a31oi_1	11
a311oi_1	7
xnor2_1	8
## what timing repair did
| action | 4_1_cts | 5_1_grt |
|---|---|---|
| resized | 2 | 13 |
| setup buffers | 0 | 0 |
| pin swaps | 0 | 1 |
| setup endpoints to repair | 4 | 14 |
## final cells by class
cell class | count | area, sq um
fillers | 730 | 3280
multi-input cells | 394 | 2810
repair buffers | 121 | 1030
well taps | 99 | 124
inverters | 13 | 50.0
## per-stage QoR
step / instances / hold WS (ns) / setup slack [ns]
final: 627 / 2.99 / 0.0904
after detailed placement: 627 / 2.98 / -0.00645
after floorplan: 462 / 2.12 / 0.506
after global placement: 627 / 2.97 / -0.00681
after global routing: 627 / 3.07 / -0.0114
after CTS: 627 / 2.98 / 0.0104
## cells by family after synthesis
| family | Yosys count |
|---|---|
| and+or+nand+nor | 160 |
| xor gates and xnor gates | 21 |
| adders and majority gates | 22 |
| AOI/OAI and AO/OA | 170 |
| muxes | 21 |
| buffers and inverters | 68 |
Power is estimated from default activity; no workload was simulated.
