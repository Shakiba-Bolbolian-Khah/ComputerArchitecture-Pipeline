`./design.v`:
```
`timescale 1ns/1ns
module IDtoEX(input clk, rst, input[1:0] WBIn, input[1:0] MIn, input[4:0] EXIn, input[31:0] ReadData1In, ReadData2In, LdAddrIn, input[4:0] RtIn, RdIn, RsIn,
    output[1:0] WBOut, output[1:0] MOut, output[4:0] EXOut, output[31:0] ReadData1Out, ReadData2Out, LdAddrOut, output[4:0] RtOut, RdOut, RsOut);
	reg[1:0] wbOut;
	reg[1:0] mOut;
	reg[4:0] exOut;
	reg [31:0] readData1Out, readData2Out, ldAddrOut;
	reg [4:0] rtOut, rsOut, rdOut;
	always@(posedge clk, posedge rst) begin
		{ wbOut, mOut, exOut, readData1Out,readData2Out,ldAddrOut, rtOut, rsOut, rdOut} = 120'b0;
		if( rst ) begin
			wbOut <= 2'b0;
			mOut <= 2'b0;
			exOut <= 5'b0;
			readData1Out <= 32'b0;
			readData2Out <= 32'b0;
			ldAddrOut <= 32'b0;
			rtOut <= 5'b0;
			rsOut <= 5'b0;
			rdOut <= 5'b0;
		end
		else begin
			wbOut <= WBIn;
			mOut <= MIn;
			exOut <= EXIn;
			readData1Out <= ReadData1In;
			readData2Out <= ReadData2In;
			ldAddrOut <= LdAddrIn;
			rtOut <= RtIn;
			rsOut <= RsIn;
			rdOut <= RdIn;
		end
	end
	assign WBOut = wbOut;
	assign MOut = mOut;
	assign EXOut = exOut;
	assign ReadData1Out = readData1Out;
	assign ReadData2Out = readData2Out;
	assign LdAddrOut = ldAddrOut;
	assign RtOut = rtOut;
	assign RsOut = rsOut;
	assign RdOut = rdOut;
endmodule
```
`./run.sh`:
```
#!/bin/bash
# OpenROAD 26Q1-2900-gdf79404cd8, Yosys 0.63+post, stock flow scripts
make -C /OpenROAD-flow-scripts/flow DESIGN_CONFIG=/design/flow/config.mk WORK_HOME=/design/flow/orfs finish
```
`./config.mk`:
```
export PLATFORM = sky130hd
export DESIGN_NAME = IDtoEX
export DESIGN_NICKNAME = IDtoEX
export VERILOG_FILES = /design/flow/design.v
export SDC_FILE = /design/flow/constraint.sdc
export NUM_CORES = 4
export LEC_CHECK = 1
export CORE_UTILIZATION = 30
```
`./constraint.sdc`:
```
current_design IDtoEX

set clk_period 1.0
set clk_io_pct 0.2

create_clock -name clk0 -period $clk_period [get_ports {clk}]

set non_clock_inputs [all_inputs -no_clocks]
set_input_delay [expr $clk_period * $clk_io_pct] -clock clk0 $non_clock_inputs
set_output_delay [expr $clk_period * $clk_io_pct] -clock clk0 [all_outputs]
```
==> run notes <==
The flow ran to the end, but the final reports show violations. The checks that failed: negative setup slack. Once the clock tree was built, the setup fixing pass inserted 0 buffers.

By instance count after routing, the leading logic cell types are 121 x clkdlybuf4s50_1, 120 x dfrtp_1, 120 x buf_2. Data arrives at the worst endpoint at 1.02 ns. The run gives 0 for the final hold violation count.

The DRC violation count after routing was 0; the share of final-layout standard cells stronger than drive strength 1 was 0.394. The number of endpoints failing setup at the final stage was 120. By instance count after routing, the leading logic cell type is clkdlybuf4s50_1. The cell total in the yosys stat output was 121; the height of the die was 102 um. With the area of the chip at 10400 um^2, the power density over the cells is 2220 nW/um^2. The path class of the tightest hold or removal check is input port to register. The number of rows in the core area is 36.

The final antenna diode tally reported by the flow is 0. After clock tree synthesis, the clock-pin slew on the worst setup and hold paths is 0.05 ns. The run gives 0.80 ns as the required arrival time at the worst endpoint. For the static leakage, the log shows 2.71 nW. TritonCTS built the clock tree. The initial antenna violation count came out at 0. Note, the detailed placer reported a final HPWL of 5980 um.

The complex-gate fraction of the synthesized area was 0; the xor and xnor area share after synthesis was 0. The multiplexer share of the synthesized area works out to 0. Launching element type of the critical path: a register.

The synthesized design contains 120 register bits. The logs give 121 for the synthesized instance count and 0 for the total congestion overflow. The tools report the count of yosys warnings during synthesis as 1. STA classifies the critical path endpoint as an output pin.

In the per-layer summary, the met1 wirelength comes to 2790 um. The wire length per cell is 15.5 um, and the count of maximum capacitance violations is 0. For this design the top-level I/O count stands at 242.

The die boundary width is 102 um. The post-synthesis adder-cell area fraction was 0. Per the STA report, the cell with the highest stage delay on the worst path is dfrtp_1. Per STA, the highest per-stage delay on the worst path measures 0.39 ns. After detailed placement, the design holds a cell count of 499. With the count of buffer and inverter cells on the critical path at 1, the total standard cell area after synthesis is 3010 um^2. The tools report the floorplan utilization as 0.309. Wire segments on met2 add up to 4230 um in the final route. Broken down by cell family, the worst path's largest delay share belongs to flip-flops.

The clock passes through at most 2 buffers. Number of buffers created by CTS: 17. The via density per instance came out at 3.86. The sequential fraction of the synthesis area is 0.999. Counting I/O delays and the setup requirement, the final critical path takes 1.22 ns.

Count of input and output buffers: 241. Cell count of the worst hold path: 1. Looking at the VDD voltage map, the peak drop is 1640 uV.

The number of logic gates is 0. Per STA, the endpoint of the critical path is RsOut[4]. For reference, the final report shows the max-slew violation count at 0.

The number of global-route vias before repair was 2116; the slew at the pin closest to its max-slew limit was 0.285 ns. The beginning of the critical path was rsOut[4]. The run gives 4 for the level count of the clock H-tree. The number of clock sinks came to 120. The run gives 0.810 for the max-slew headroom at the worst pin. The stat command in Yosys gives a chip area of 3010 um^2. The overall fraction of global-route tracks in use was 0.163; the combinational gate area was 0 um^2. The OpenROAD warning count came out at 28.

The total length of routed met3 wires came out at 1120 um. The run gives 91.1% for the area overhead of the layout relative to synthesis. Count of cell instances traversed by the critical path: 1. In the post-route report, total wirelength is listed as 8240 um. The first TritonRoute pass finished after 4 iterations. The final cell count without fillers is 531. Highest metal layer with signal wires: met4. Clock tree synthesis selected as its root buffer the cell clkbuf_8. The run gives 1.22 for the period utilization. The run gives 2 as the distinct cell type count after synthesis. The pre-CTS setup check shows a worst slack of -0.00953 ns. The share of synthesized cell area in and, or, nand and nor gates is 0, and the wire length of the first global-routing pass is 11800 um. The kind of critical path is register to output pin. The run gives 0 as the number of routed nets with antenna violations. Summing over every cut layer, the via total after detailed routing is 2052. Hold is met by 0.128 ns. Walking the worst path, the cells encountered are buf_2. The final worst setup slack was -0.221 ns; the number of fill cells in the layout was 791. Highest fanout seen on the critical path: 1. At the end of routability-driven placement, the weighted congestion stood at 0.720. Dominant non-sequential cell family after synthesis: buffers and inverters. Setup repair after global routing could not meet its margin everywhere. For this block, the initial DRC count from the detailed router was 27. With the pin count of the biggest net entering global routing at 36, the maximum clock frequency is 819 MHz. After floorplanning, the core was sized to cover 9730 um^2. The mean post-synth cell area was 24.8 um^2.
per-layer routing:
layer,GRT usage,vias up
li1,-,903
met1,0.210,1002
met2,0.260,136
met3,0.0841,11
met4,0.0209,0
met5,0,-
what timing repair did:
action,4_1_cts,5_1_grt
endpoints found under the hold margin,0,0
hold buffers,0,0
resized,374,0
pin swaps,0,0
endpoints found under the setup margin,120,120
power breakdown:
part	leakage, nW	internal, W	switching [W]	total, W
registers	1.40	0.00510	0.0000570	0.00516
logic	0.983	0.000594	0.000207	0.000801
clock network	0.331	0.00474	0.00204	0.00678
flip-flops by register name, summed over array words and instances (netlist names):
name          count
readData1Out     32
rsOut             5
readData2Out     32
wbOut             2
ldAddrOut        32
rtOut             5
rdOut             5
mOut              2
exOut             5
cell usage after synthesis:
master   number  area (um^2)
inv_1         1         3.75
dfrtp_1     120         3000
through the flow:
stage | setup TNS (ns) | power [W] | cell area, um^2 | util
2_1_floorplan | -80.32 | 0.00526 | 3010 | -
3_3_place_gp | -0.0283 | 0.00630 | 5670 | 0.583
3_5_place_dp | -0.0202 | 0.00630 | 5670 | 0.583
4_1_cts | -24.13 | 0.0129 | 5740 | 0.590
5_1_grt | -26.27 | 0.0132 | 5740 | 0.590
6_report | -20.18 | 0.0127 | 5740 | 0.590
layout make-up:
type	count	area, um^2	share of cell area
Sequential cell	120	3000	0.523
Clock inverter	12	220	0.0383
Clock buffer	20	455	0.0793
Tap cell	133	166	0.0290
Timing Repair Buffer	245	1890	0.329
Inverter	1	7.51	0.00131
how the worst min path moves through the flow:
stage	end	start	slack, ns
final	ldAddrOut[14]	LdAddrIn[14]	0.13
after CTS	readData1Out[27]	ReadData1In[27]	0.10
after global routing	readData2Out[28]	ReadData2In[28]	0.1
logic make-up after synthesis:
kind of cell,after synthesis
flops,120
buf+inv,1
Power and IR drop assume default switching activity.
