==> design.v <==
`timescale 1ns/1ns
module ALU(input [2:0]ALUOp, input [31:0]In1,In2, output [31:0]ALUResult);
 	reg [31:0] aluResult;
 	always@(ALUOp,In1,In2) begin
    aluResult = 32 'b0;
    case(ALUOp)
        3'b000: begin  
          aluResult = 32'b0; 
        end
			  3'b001: begin  
				  aluResult = In1 + In2;
			  end
			  3'b010: begin  
				  aluResult = In1 - In2;
			  end
			  3'b011: begin  
				  aluResult = In1 & In2;
			  end
			  3'b100: begin  
				  aluResult = In1 | In2;
			  end
			  3'b101: begin  
				  aluResult = ( In1 < In2 )? 32'h00000001 : 32'b0;
			  end
			  default: begin
			    aluResult = 32'b0;
			  end
		endcase
	end
	assign ALUResult = aluResult;
endmodule
==> run.sh <==
#!/bin/bash
# OpenROAD 26Q1-2900-gdf79404cd8, Yosys 0.63+post, stock flow scripts
make -C /OpenROAD-flow-scripts/flow DESIGN_CONFIG=/design/flow/config.mk WORK_HOME=/design/flow/orfs finish
==> config.mk <==
export PLATFORM = sky130hd
export DESIGN_NAME = ALU
export DESIGN_NICKNAME = ALU
export VERILOG_FILES = /design/flow/design.v
export SDC_FILE = /design/flow/constraint.sdc
export NUM_CORES = 4
export LEC_CHECK = 1
export CORE_UTILIZATION = 30
==> constraint.sdc <==
current_design ALU

set clk_period 24.9
set clk_io_pct 0.2

create_clock -name clk0 -period $clk_period

set non_clock_inputs [all_inputs -no_clocks]
set_input_delay [expr $clk_period * $clk_io_pct] -clock clk0 $non_clock_inputs
set_output_delay [expr $clk_period * $clk_io_pct] -clock clk0 [all_outputs]
==> flow_summary.yaml <==
# generated from flow reports
outcome:
  status: "finished, final reports clean"
cells_and_area:
  ff_latch_area_um2: 0
  lay_top_cells: "ha_1 (101), inv_1 (99), clkdlybuf4s50_1 (99)"
  nClkBuffers: 0
  drive_gt1_share_pct: 3.804
  synthToLayoutAreaGrowth_pct: 22.71
  fill_cells: 1673
  flops: 0
  layout.area.comb_um2: 4459
  final_common_cell: "ha_1"
  post-route-util_pct: 38.23
route:
  avgViaCountPerCell: 5.374
  drtPass1Iterations: 5
  antenna_left: 0
  drtIter0Drc: 455
  drc_errors: 0
  wirelength_um: 15680
  num_vias: 5546
  wire_per_inst_um: 15.19
synthesis:
  synthTopLogicFamily: "AND-OR/OR-AND gates"
  ys_area_um2: 5004
  synth_cell_type_count: 79
  ys_sh_aoi_pct: 39.68
  yosys.area_share.adder_pct: 26.06
  ys_sh_xor_pct: 0.1750
  ys_sh_mux_pct: 1.425
  syn_area_um2: 5004
  syn_inst: 754
  ys_sh_simple_pct: 21.58
  avgSynthCellArea_um2: 6.636
  synth_warnings: 1
  ys_seq_share_pct: 0
  ys_cells: 754
power_and_ir_drop:
  swShare_pct: 52.94
  p_int_mw: 0.06129
  clock_power_share_pct: 0
  p_per_area_nw_per_um2: 21.21
  power_switching_mw: 0.06895
  peakVddDrop_mv: 0.009027
  pwr-share-comb_pct: 100.0
  seq_power_share_pct: 0
  leakage_nw: 2.790
final_timing:
  relSlewSlack_pct: 52.96
  finalCriticalPeriod_ns: 13.90
  hold_viol: 0
  finalClockPeriodUsage_pct: 55.82
  slew_viol_final: 0
  worst_pin_slew_ns: 0.6965
  setup_ws_ns: 11.00
  max_freq_mhz: 71.94
  setup_viol: 0
  rsz0062_at_grt: "false"
  setup_tns_ns: 0
place:
  pre_cts_slack_ns: 11.05
  place_congestion: 0.9203
  port_buffers: 99
  dp_hpwl_um: 12480
floorplan:
  dieArea_um2: 17200
  boundaryPins: 99
  initial_utilization_pct: 31.16
  coreArea_um2: 16060
  rows: 46
  die_y_um: 131.1
  die_x_um: 131.1
hold_path:
  whs_endpoint: "ALUResult[2]"
  hold_path_depth: 5
  min_from: "In2[2]"
  hold_path_class: "primary input to output pin"
worst_setup_path:
  slowest_delay_ns: 0.65
  crit_path_end_kind: "output pin"
  crit_type: "primary input to output pin"
  worst_setup_path_start_kind: "primary input"
  cp_data_arrival_time_ns: 8.92
  path_max_fanout: 6
  cp_cell_sequence: "clkdlybuf4s50_1, ha_1, fa_1, a211oi_1, o211a_1, nor3_1, a21o_1, a41oi_1, o221ai_1, o221a_1, o21ai_1, clkdlybuf4s50_1"
  slowest_stage: "a41oi_1"
  path_common_cell: "clkdlybuf4s50_1"
  worst-endpoint-required_ns: 19.92
  cp-startpoint: "In2[0]"
global_routing:
  grt_pass1_wl_um: 26200
  grtUsageMet3_pct: 0.9835
  antenna_found_initial: 2
  grt_max_degree: 33
  grt-busiest-layer: "met2"
  track_usage_pct: 18.12
  grt_pass1_vias: 5261
  grtUsageMet1_pct: 27.58
  grt_use_met2_pct: 29.28
  gr-total-overflow: 0
clock_network:
  ctsResizeCount: 0
  postCtsHoldBufs: 0
  post-cts-setup-buffers: 0
flow_run:
  warnings: 101
  drv_cap: 0
-- cell families (layout without fill, tap and decap cells) --
logic type	after synthesis	after routing
buffers and inverters	143	204
AND-OR/OR-AND	278	278
adder cells (fa/ha/maj)	103	103
other	0	1
AND/OR/NAND/NOR	222	222
multiplexers	7	7
XOR/XNOR	1	1
-- routing by layer --
metal | wire [µm] | up-vias
met2 | 6948 | 139
met3 | 653 | 2
met4 | 1 | 2
met5 | 12 | -
li1 | - | 2875
met1 | 8065 | 2528
-- area by class of cell --
type	count	area share (%)
Multi-Input combinational cell	611	72.63
Timing Repair Buffer	105	16.87
Inverter	99	6.053
Tap cell	216	4.402
Antenna cell	1	0.04076
-- power by group through the flow --
stage | logic [mW] | registers (mW) | clock network (mW)
4_1_cts | 0.130 | 0 | 0
5_1_grt | 0.144 | 0 | 0.00000000539
6_report | 0.130 | 0 | 0.00000000540
-- critical path: cells and delay by family --
kind / cells / cell delay (ns)
buffers and inverters: 2 / 0.94
adder cells (fa/ha/maj): 2 / 0.72
AND/OR/NAND/NOR: 1 / 0.06
AND-OR/OR-AND: 7 / 2.21
-- how the worst max path moves through the flow --
stage / to / slack, ns / depth (start not counted)
after CTS: ALUResult[26] / 11.04 / 12
after global routing: ALUResult[26] / 10.78 / 12
final: ALUResult[26] / 11.00 / 12
-- through the flow --
step | hold slack (ns) | total power [mW] | area [µm²] | cells
global route | 11.14 | 0.1445 | 6140 | 1032
floorplan | 10.13 | 0.07968 | 5004 | 754
finish | 11.10 | 0.1302 | 6140 | 1032
CTS | 11.11 | 0.1300 | 6137 | 1031
global placement | 11.12 | 0.1292 | 6137 | 1031
detailed placement | 11.11 | 0.1289 | 6137 | 1031
-- cells in the mapped netlist, types with 12 or more instances --
library cell	count	area (µm²)
nor2_1	81	304.0
ha_1	101	1264
a21o_1	12	90.09
o221ai_1	16	140.1
nor3_1	16	80.08
o21bai_1	14	105.1
o211ai_1	13	97.59
o21ai_0	37	185.2
inv_1	99	371.6
nand2_1	49	183.9
a221o_1	28	280.3
a211oi_1	12	90.09
clkbuf_1	35	131.4
nand2b_1	13	81.33
nand3_1	12	60.06
a21oi_1	69	345.3
Power and IR drop assume default switching activity.
